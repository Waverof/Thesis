==> design.v <==
module ArbDynamicPriority (
  clk,
  rst_n,
  req,
  priorityLevel,
  grant
  );
  parameter REQ_NUM    = 4;
  parameter PRI_WIDTH  = clog2(REQ_NUM);
  parameter PRI_TOTALW = REQ_NUM*PRI_WIDTH;
  input  clk;
  input  rst_n;
  input  [REQ_NUM-1:0] req;
  input  [PRI_TOTALW-1:0] priorityLevel;
  output reg [REQ_NUM-1:0] grant;
  wire [REQ_NUM*REQ_NUM-1:0] compResult;
  wire noGrant;
  wire [REQ_NUM-1:0] orPriorityResult;
  wire [REQ_NUM-1:0] reqEn;
  wire [REQ_NUM*REQ_NUM-1:0] newGrant;
  wire [REQ_NUM-1:0] setGrant;
  wire [REQ_NUM-1:0] setPriorityGrant;
  generate
    genvar i0;
    genvar i1;
    for (i0 = 0; i0 < REQ_NUM; i0=i0+1) begin: uComp
      for (i1 = 0; i1 < REQ_NUM; i1=i1+1) begin: bitComp
	      assign compResult[i1+i0*REQ_NUM] = req[i0] & (priorityLevel[PRI_WIDTH*(i0+1)-1:PRI_WIDTH*i0] == i1);
	    end
    end
    for (i0=0; i0<REQ_NUM; i0=i0+1) begin: AChk
	    assign orPriorityResult[i0] = orOut(compResult[REQ_NUM*REQ_NUM-1:0],i0);
	  end
	  assign reqEn[0] = orPriorityResult[0];
	  for (i0=1; i0<REQ_NUM; i0=i0+1) begin: ReqEnable
	    assign reqEn[i0] = orPriorityResult[i0] & ~|orPriorityResult[i0-1:0];
	  end
    for (i0 = 0; i0 < REQ_NUM; i0=i0+1) begin: ReqMask
	    for (i1 = 0; i1 < REQ_NUM; i1=i1+1) begin: BitMask
	      assign newGrant[i1+i0*REQ_NUM] = compResult[i1+i0*REQ_NUM] & reqEn[i1];
	    end
	  end
	  for (i0 = 0; i0 < REQ_NUM; i0=i0+1) begin: uSetGrant
	    assign setGrant[i0] = |newGrant[REQ_NUM*(i0+1)-1:i0*REQ_NUM];
	  end
    assign setPriorityGrant[0] = setGrant[0];
    for (i0 = 1; i0 < REQ_NUM; i0=i0+1) begin: uSetPriGrant
	    assign setPriorityGrant[i0] = setGrant[i0] & ~|setGrant[i0-1:0];
	  end
  endgenerate
  generate
    genvar j;
	  for (j = 0; j < REQ_NUM; j=j+1) begin: uGrant
      always @ (posedge clk, negedge rst_n) begin
        if (~rst_n)
	        grant[j] <= 1'b0;
	      else if (noGrant)
	        grant[j] <= setPriorityGrant[j];
        else
          grant[j] <= grant[j] & req[j];
      end
	  end  
  endgenerate
  assign noGrant = ~|grant[REQ_NUM-1:0];
  function reg orOut;
    input [REQ_NUM*REQ_NUM-1:0] orIn;
	  input integer id;
	  integer i;
    begin
      orOut = 1'b0;
      for (i=0; i<REQ_NUM; i=i+1) begin
        orOut = orOut | orIn[id+i*REQ_NUM];
      end
    end
  endfunction
  function integer clog2; 
    input integer value; 
    integer i; 
    begin 
      clog2 = 0; 
      for(i = 0; 2**i < value; i=i+1) 
        clog2 = i + 1; 
      end 
  endfunction 
endmodule  
==> run.sh <==
#!/bin/bash
# OpenROAD 26Q1-2900-gdf79404cd8, Yosys 0.63+post, stock flow scripts
make -C /OpenROAD-flow-scripts/flow DESIGN_CONFIG=/design/flow/config.mk WORK_HOME=/design/flow/orfs finish
==> config.mk <==
export PLATFORM = sky130hd
export DESIGN_NAME = ArbDynamicPriority
export DESIGN_NICKNAME = ArbDynamicPriority
export VERILOG_FILES = /design/flow/design.v
export SDC_FILE = /design/flow/constraint.sdc
export NUM_CORES = 4
export LEC_CHECK = 1
export CORE_AREA = 10 10 70 70
export DIE_AREA = 0 0 80 80
==> constraint.sdc <==
current_design ArbDynamicPriority

set clk_period 1.9
set clk_io_pct 0.2

create_clock -name clk0 -period $clk_period [get_ports {clk}]

set non_clock_inputs [all_inputs -no_clocks]
set_input_delay [expr $clk_period * $clk_io_pct] -clock clk0 $non_clock_inputs
set_output_delay [expr $clk_period * $clk_io_pct] -clock clk0 [all_outputs]
==> flow_summary.ini <==
; implementation run metrics
[synth]
yosysChipArea_um2 = 448
ys_cells = 47
synth_flop_count = 4
yosys.stat.seqShare_pct = 22.3
top_area_share_pct = 22.3
syn_area_um2 = 448
syn_avg_cell_area_um2 = 9.53
yosys.cell_types.count = 29
synthCells = 47
yosys_warnings = 1
yosys.area.top_type = dfrtp_1
netlist_top_cells_area = dfrtp_1 22%, nor3b_1 8.4%, o32ai_4 6.1%, or2b_1 5.0%, and3b_2 4.5%

[timing]
finalCritPeriodShare_pct = 96.8
setup_viol = 0
timing.hold.ws_ns = 0.347
slew_headroom_pct = 72.5
fin_crit_ns = 1.84
fin_skew_ns = 0.00243
tightest_slew_ns = 0.409
finalHoldViolCount = 0
finalSetupTns_ns = 0
slew_viol_final = 0
fmax_mhz = 544

[flow_run]
tool_warnings = 25
cap_violations = 0

[routing]
drt_iter0_markers = 24
antenna_cells = 0
drc = 0
vias = 541
antenna_left = 0
drtPass1Iterations = 4
wire_per_inst_um = 12.0
drt-total-wl_um = 1540
viasPerCell = 4.19

[critical_path]
cp-end-kind = flip-flop
crit_buf_inv = 2
slowest_stage = or4_4
cpPeakStageDelay_ns = 0.54
crit_chain = clkdlybuf4s15_1, and3b_1, or4_4, buf_6, a311o_1, a32o_1
critPathArrivalTime_ns = 1.96
crit_required_ns = 2.02
crit_family = simple AND/OR/NAND/NOR gates
cp.depth = 6
r2r_cells = 4
critPathKind = input pin to flip-flop
reg2reg_slack_ns = 0.42
worst-path-max-fanout = 4
start_kind = input pin

[die]
io_pins = 18
coreArea_um2 = 3420
initCoreUtil_pct = 13.1
die_w_um = 80
row_count = 21
die_h_um = 80
die-area_um2 = 6400

[finish]
area_delta_synth_final_pct = 88.8
drive_gt1_share_pct = 49.4
largest_registers = grant x4
n_fill_cell = 382
largest_reg_flops = 4
regMostFlops = grant

[global_routing]
grt_pass1_wl_um = 2550
grt.total_usage_pct = 4.82
grt_overflow = 0
antenna_found_initial = 0
first_global_vias = 562
grt_max_degree = 6

[clocking]
htree_levels = 1
cts_tree = done
cts_buffer_depth = 2
clk_pin_slew_ns = 0.04
cts.sinks = 4
ctsHoldBuffers = 0
cts_buffers = 3
clock_tree.root_cell = clkbuf_4
clk_latency_ns = 0.23

[power]
powerDensity_nw_per_um2 = 557
peakVddDrop_mv = 0.209
p_leak_nw = 0.370

[placement]
dp_hpwl_um = 1280
gp_congestion = 0.863
portBuffers = 17

[run_status]
status = completed

[hold_path]
min_path_type = input pin to asynchronous set/reset pin
[power by group]
group	leakage (nW)	switching, mW	internal, mW	total (mW)
clock	0.0138	0.0335	0.0706	0.104
sequential	0.0531	0.0219	0.109	0.131
combinational	0.303	0.0941	0.142	0.236
[synthesized netlist by cell type]
cell type and number:
o41ai_1 1, or3b_1 1, dfrtp_1 4, o41a_1 1, nand3_1 2, or2b_2 1
o31a_2 1, o21ai_1 1, a21bo_2 1, and3b_2 2, o21ai_0 1, a22o_1 2
a32o_1 1, nand2_1 2, nand4_1 1, nor4_1 2, and2b_2 2, and3b_1 2
or2b_1 3, a41oi_1 1, nand2b_1 1, o32ai_4 1, inv_1 2, or4_4 1
a21o_1 1, nor3b_1 5, a311oi_1 2, a21oi_1 1, a311o_1 1
[worst reg2reg max path: cells and delay by family, from the launching register on]
kind                   cells  cell delay, ns
buffers and inverters      1            0.15
DFF                        1            0.39
and+or+nand+nor            1            0.43
AOI/OAI and AO/OA          2            0.46
[cells in the final DEF, fill, tap and decap left out, drive strengths merged]
cell / n
clkbuf: 8
o41a: 1
inv: 2
nand2b: 1
o31a: 1
nand2: 2
a21oi: 1
a311o: 1
a22o: 2
dfrtp: 4
or3b: 1
nor4: 2
and3b: 4
o41ai: 1
a41oi: 1
o21ai: 2
or4: 1
clkdlybuf4s15: 3
or2b: 4
buf: 16
dlygate4sd2: 4
nor3b: 5
clkdlybuf4s50: 5
a311oi: 2
and2b: 2
a32o: 1
nand3: 2
a21o: 1
o32ai: 1
a21bo: 1
nand4: 1
[path summary, 6_finish.rpt]
check	start	end
max	req[3]	grant[3]
min reg2reg	grant[3]	grant[3]
max reg2reg	grant[1]	grant[3]
min in group clk0	grant[3]	grant[3]
max in group asynchronous	rst_n	grant[1]
min	rst_n	grant[2]
[per-layer routing]
layer	track usage, %	part of all wire, %
met2	6.74	40
met1	6.61	48
met3	2.27	10
met5	0	0
met4	0.880	1.6
[cell type report]
type                    instances  area, um2  area share [%]
clock buffers                   3       22.5            2.66
inverters                       2       7.51           0.888
multi-input cells              41        394            46.6
flip-flops and latches          4        100            11.8
well taps                      46       57.6            6.80
repair buffers                 33        264            31.2
[timing repair]
| item | in CTS | in global routing |
|---|---|---|
| buffers inserted | 0 | 1 |
| endpoints found under the setup margin | 4 | 2 |
| gates resized | 20 | 15 |
| cloned | 0 | 0 |
| pin swaps | 7 | 7 |
[through the flow]
| stage | instances | cell area [um2] | total power, mW | util [%] | setup WS (ns) |
|---|---|---|---|---|---|
| final | 129 | 846 | 0.471 | 24.8 | 0.0612 |
| after global routing | 129 | 846 | 0.510 | 24.8 | -0.000569 |
| after CTS | 128 | 838 | 0.465 | 24.5 | 0.0215 |
| after detailed placement | 125 | 788 | 0.351 | 23.1 | -0.541 |
| after global placement | 125 | 788 | 0.348 | 23.1 | -0.532 |
| after floorplan | 47 | 448 | 0.215 | - | 0.0758 |
[cells by family (layout without fill, tap and decap cells)]
| group | count (synthesis) | after routing | share of synthesized area [%] |
|---|---|---|---|
| and+or+nand+nor | 25 | 25 | 41.6 |
| buffers and inverters | 2 | 38 | 1.68 |
| AOI/OAI and AO/OA | 16 | 16 | 34.4 |
| DFF | 4 | 4 | 22.3 |
Power figures rest on the tool's default switching activity, not on a simulated workload.
