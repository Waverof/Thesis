File: ./run.sh
#!/bin/bash
# OpenROAD 26Q1-2900-gdf79404cd8, Yosys 0.63+post, stock flow scripts
make -C /OpenROAD-flow-scripts/flow DESIGN_CONFIG=/design/flow/config.mk WORK_HOME=/design/flow/orfs finish
File: ./config.mk
export PLATFORM = sky130hd
export DESIGN_NAME = ArbPriorityRR
export DESIGN_NICKNAME = ArbPriorityRR
export VERILOG_FILES = /design/flow/design.v
export SDC_FILE = /design/flow/constraint.sdc
export NUM_CORES = 4
export LEC_CHECK = 1
export CORE_AREA = 10 10 70 70
export DIE_AREA = 0 0 80 80
File: ./constraint.sdc
current_design ArbPriorityRR

set clk_period 2.2
set clk_io_pct 0.2

create_clock -name clk0 -period $clk_period [get_ports {clk}]

set non_clock_inputs [all_inputs -no_clocks]
set_input_delay [expr $clk_period * $clk_io_pct] -clock clk0 $non_clock_inputs
set_output_delay [expr $clk_period * $clk_io_pct] -clock clk0 [all_outputs]
File: ./design.v
module ArbPriorityRR (
  clk,
  rst_n,
  req,
  grant
  );
  parameter REQ_NUM    = 4;
  parameter COUNTER_W  = clog2(REQ_NUM);
  input  clk;
  input  rst_n;
  input  [REQ_NUM-1:0] req;
  output reg [REQ_NUM-1:0] grant;
  reg [COUNTER_W-1:0] rrCounter;
  wire incCounter;
  wire [REQ_NUM-1:0] prioritySel;
  wire [REQ_NUM*REQ_NUM-1:0] reqOut;
  wire [REQ_NUM*REQ_NUM-1:0] reqOutVector;
  wire noGrant;
  wire [REQ_NUM-1:0] nextGrant;
  assign noGrant = ~|grant[REQ_NUM-1:0];
  assign incCounter = (~|req[REQ_NUM-1:0]) | |(~req[REQ_NUM-1:0] & grant[REQ_NUM-1:0]);
  always @ (posedge clk, negedge rst_n) begin
    if (~rst_n)
	    rrCounter[COUNTER_W-1:0] <= {COUNTER_W{1'b0}};
	  else if (incCounter) begin
	    if (rrCounter[COUNTER_W-1:0] == REQ_NUM-1)
	      rrCounter[COUNTER_W-1:0] <= {COUNTER_W{1'b0}};
      else
	      rrCounter[COUNTER_W-1:0] <= rrCounter[COUNTER_W-1:0] + 1'b1;
    end
  end
  generate
    genvar i;
	  for (i = 0; i < REQ_NUM; i=i+1) begin: uPrioritySel
      assign prioritySel[i]    = (rrCounter[COUNTER_W-1:0] == i);
	  end  
  endgenerate
  priorityLogic #(.REQ_NUM(REQ_NUM)) priorityLogic0 (
       .Sel(prioritySel[0]),
       .reqIn(req[REQ_NUM-1:0]),
       .reqOut(reqOut[REQ_NUM-1:0])
       );
  generate
    genvar j;
	  for (j = 1; j < REQ_NUM; j=j+1) begin: uPResult
      priorityLogic #(.REQ_NUM(REQ_NUM)) priorityLogic (
       .Sel(prioritySel[j]),
       .reqIn({req[j-1:0], req[REQ_NUM-1:j]}),
       .reqOut(reqOut[REQ_NUM*(j+1)-1:j*REQ_NUM])
       );
	  end  
  endgenerate
  generate
    genvar x;
    assign reqOutVector[REQ_NUM-1:0] = reqOut[REQ_NUM-1:0];
	  for (x = 1; x < REQ_NUM; x=x+1) begin: reOrderBit
	    assign reqOutVector[REQ_NUM*(x+1)-1:x*REQ_NUM] = {reqOut[REQ_NUM*(x+1)-1-x:x*REQ_NUM], reqOut[REQ_NUM*(x+1)-1:REQ_NUM*(x+1)-x]};
	  end
  endgenerate
  generate
    genvar y;
    for (y = 0; y < REQ_NUM; y = y +1) begin: nextGrantGen
      assign nextGrant[y] = orOut(reqOutVector[REQ_NUM*REQ_NUM-1:0],y);
    end
  endgenerate
  always @ (posedge clk, negedge rst_n) begin
    if (~rst_n)
      grant[REQ_NUM-1:0] <= {REQ_NUM{1'b0}};
    else if (noGrant)
      grant[REQ_NUM-1:0] <= nextGrant[REQ_NUM-1:0];
    else
      grant[REQ_NUM-1:0] <= nextGrant[REQ_NUM-1:0] & grant[REQ_NUM-1:0];
  end
  function orOut;
   input [REQ_NUM*REQ_NUM-1:0] orIn;
   input integer index;
	 integer i1;
    begin
		  orOut = 1'b0;
      for (i1 = 0; i1 < REQ_NUM; i1 = i1 + 1) begin
          orOut = orOut | orIn[index+i1*REQ_NUM];
      end
    end
  endfunction
  function integer clog2; 
   input integer value;
	 integer ii;
    begin
      clog2 = 0; 
      for(ii = 0; 2**ii < value; ii = ii+1) begin
        clog2 = ii + 1; 
      end
    end      
  endfunction
endmodule  
module priorityLogic (Sel, reqIn, reqOut);
  parameter REQ_NUM    = 2;
  input Sel;
  input [REQ_NUM-1:0] reqIn;
  output wire [REQ_NUM-1:0] reqOut;
  assign reqOut[0] = Sel? reqIn[0]: 1'b0;
  generate
    genvar k;
    for (k=1; k < REQ_NUM; k = k + 1) begin: uPLogic
      assign reqOut[k] = Sel? (reqIn[k] & ~|reqIn[k-1:0]): 1'b0;
    end
  endgenerate
endmodule
==> run notes <==
Summary of the current implementation state.

- After synthesis, the chip area reported by Yosys is 377.9 µm².
- Relative to the synthesized area, the layout overhead comes to 45.03%.
- The detailed placement HPWL is 768.9 µm, for reference.
- The buffering stage count on the worst path with inverters included is 1, for reference.
- The floorplan die area is 6400 µm², for reference.
- The first-iteration detailed-routing DRC count is 2, for reference.
- The count of final setup violators is 0, for reference.
- The final layout reports a setup TNS of 0 ns.
- The worst hold path belongs to the class primary input to async pin.
- The register bit count reported by yosys is 6, for reference.
- The core area is 3416 µm², for reference.
- The mean number of vias per cell is 3.330, for reference.
- The fill cell instance count of the final layout is 382, for reference.
- The synthesized instance count is 39, for reference.
- The global-route total usage across every layer is 0.03040, for reference.
- The top cell type's share of synthesized area is 0.3974, for reference.
- The total overflow reported by the global router is 0, for reference.
- The top cell family by delay on the critical path is buffers and inverters, for reference.
- Per the CTS log, the buffer count on the longest clock path is 2.
- TritonRoute reported its final design rule violation total as 0.
- The via count of the first global-routing pass is 344, for reference.
- Entering global routing, the biggest net connects 7 pins.
- After clock tree synthesis, the flow added hold-fix buffers numbering 0.
- Per the timing report, the most critical flop-to-flop path finishes at rrCounter[1]$_DFFE_PN0P_.
- The standard cell with the maximum stage delay on the critical path is sky130_fd_sc_hd__clkdlybuf4s50_1, for reference.
- The first TritonRoute pass finished after 2 iterations.
- The flow ran to the end, and the final reports show no timing, DRC or antenna violations.
- In this build the clock could be raised as far as 0.6113 GHz.
- Setup repair after global routing left no endpoint under its margin.
- The total vias in the final route is 323, for reference.
- The simple-gate portion of the synthesized area is 0.08609, for reference.
- The core utilization before placement is 0.1106, for reference.
- The peak per-stage delay on the critical path is 0.55 ns, for reference.
- Along the worst path, the maximum fanout reaches 5.
- Per the synthesis report, the number of distinct cell types is 12.
- Clock tree synthesis inserted a total of 3 buffers.
- The number of antenna violations at the first check in global routing is 0, for reference.
- Per the CTS log, the maximum H-tree level is 1.
- In this run the VDD rail shows a maximum IR drop of 0.0001854 V.
- The fraction of the mapped netlist area in adder cells is 0.1325, for reference.
- The area after detailed placement is 525.5 µm², for reference.
- The max-slew check reports its worst relative slack as 0.6058.
- The global placer's final weighted congestion is 0.8003, for reference.
- The final max-slew violation count recorded for this run is 0.
- The post-route utilization of the core is recorded as 0.1604.
- The worst path meets setup with 0.5643 ns of slack.
- The root buffer cell chosen for the clock tree is sky130_fd_sc_hd__clkbuf_4.
- The ratio of cells with drive above 1 in the final layout is 0.1176, for reference.
- The clock insertion delay at the later pin of the skew report is 0.24 ns, for reference.
- The type of destination of the critical path is a flip-flop, for reference.
- STA classifies the critical path startpoint as a primary input.
- The clock tree from TritonCTS is done, for reference.
- The transition time at the pin with the least slew margin is 0.5859 ns, for reference.
- A synthesized cell averages 9.689 µm².
- The main kind of combinational logic by area is AND-OR/OR-AND gates, for reference.
- The endpoint arrival time on the critical path is 1.75 ns, for reference.
- The main area contributors are sky130_fd_sc_hd__dfrtp_1 (40%), sky130_fd_sc_hd__ha_1 (13%), sky130_fd_sc_hd__o211a_1 (11%).
- The number of placed I/O pins is 10, for reference.
- The repair_antennas step left the layout with diodes totalling 0.
- The number of cells traversed by the worst register-to-register path is 4, for reference.
- After layout, the setup clock skew is reported as 0.001929 ns.
- The filler-free cell count of the finished design is 97, for reference.
- For flop-to-flop paths, the worst setup slack is 0.89 ns.
- The clock drives 6 sinks.
- The final hold violation count is 0, for reference.
- The routed wire length is 950 µm, for reference.
- The horizontal die dimension reported for this design is 80 µm.
- In this run the critical path is formed by clkdlybuf4s50_1 > o22ai_1 > a211oi_2 > mux2_2.
- The leakage component of the power was reported as 0.2527 nW.
- The first global-routing pass estimated 1614 µm of wire.
- Total power normalized to cell area comes to 1266 nW/µm².
- The number of buffers inserted by post-CTS setup repair is 0, for reference.
- The data required time of the critical path is 2.32 ns, for reference.
- The number of gates resized after CTS was 0.
- The final design area excluding fillers is 548.0 µm², for reference.
- Counting the warning lines in the Yosys log gives 1.
- The sequential share of the synthesized area is 0.3974, for reference.
- The final cycle utilization of the critical path is 0.7435, for reference.
- The worst setup path is of the primary input to flip-flop kind.
- The floorplan step set the die height to 80 µm.
- The report counts max-capacitance violations totalling 0.
- The cell count after placement is 94, for reference.
- The clock edge transition at the registers on the reported setup and hold paths is 0.04 ns, for reference.
- The netlist area before placement is 377.9 µm², for reference.
- The tightest hold path in the finished design has a slack of 0.4359 ns.
- The fraction of synthesized cell area in xor and xnor cells is 0, for reference.
- In this run the core area contains 21 standard-cell rows.
- The post-placement setup slack is 0.3148 ns, for reference.
- Of the total synthesized cell area, the portion taken by AND-OR and OR-AND cells is 0.2649.
- The design draws 693.8 µW.
- The stage logs contain a warning count of 28.
- The final period demand of the worst path is 1.636 ns, for reference.
- The cell type that accounts for the most area after synthesis is sky130_fd_sc_hd__dfrtp_1.
- The share of synthesized area spent on multiplexers is 0.05960, for reference.
- The post-synthesis cell count from yosys is 39, for reference.
- The number of nets with antenna violations after routing is 0, for reference.
- TritonRoute output was used to compute an average wire per cell of 9.794 µm.
- The buffer_ports step reported a buffer count of 9.
- The startpoint of the most critical register-to-register path is grant[1]$_DFF_PN0_, for reference.
-- worst max-delay path by stage --
stage | from | end | cells after the start
after CTS | req[1] | rrCounter[1]$_DFFE_PN0P_ | 4
after global routing | req[2] | rrCounter[1]$_DFFE_PN0P_ | 4
final | req[1] | rrCounter[1]$_DFFE_PN0P_ | 4
-- cell usage in the layout, fill, tap and decap left out --
master | netlist | routed
sky130_fd_sc_hd__o21ai_0 | 4 | 4
sky130_fd_sc_hd__clkdlybuf4s50_1 | 0 | 9
sky130_fd_sc_hd__mux2_2 | 2 | 2
sky130_fd_sc_hd__ha_1 | 4 | 4
sky130_fd_sc_hd__nor3b_1 | 1 | 1
sky130_fd_sc_hd__inv_1 | 6 | 6
sky130_fd_sc_hd__clkbuf_4 | 0 | 3
sky130_fd_sc_hd__a21oi_1 | 3 | 3
sky130_fd_sc_hd__a211oi_2 | 1 | 1
sky130_fd_sc_hd__o22ai_1 | 2 | 2
sky130_fd_sc_hd__dfrtp_1 | 6 | 6
sky130_fd_sc_hd__nor4_1 | 1 | 1
sky130_fd_sc_hd__o211a_1 | 4 | 4
sky130_fd_sc_hd__nor2_1 | 5 | 5
-- flip-flops by register name, summed over array words and instances, names as in the netlist --
name and count:
rrCounter 2, grant 4
-- layer usage --
metal / wire [µm] / vias to the layer above / GRT usage
li1: - / 166 / -
met1: 461 / 149 / 0.03746
met2: 391 / 8 / 0.04334
met3: 98 / 0 / 0.01932
met4: 0 / 0 / 0.007042
met5: 0 / - / 0
-- power breakdown --
| part | internal (mW) | switching, mW | total, mW | leakage [nW] |
|---|---|---|---|---|
| combinational | 0.206 | 0.163 | 0.369 | 0.161 |
| sequential | 0.167 | 0.0621 | 0.230 | 0.0774 |
| clock | 0.0613 | 0.0339 | 0.0952 | 0.0138 |
| total | 0.435 | 0.259 | 0.694 | 0.253 |
-- kinds of logic after synthesis --
kind of cell | after synthesis
adder cells (fa/ha/maj) | 4
AND-OR/OR-AND | 14
multiplexers | 2
buffers and inverters | 6
AND/OR/NAND/NOR | 7
flip-flops | 6
-- layout make-up --
class	count	area, µm²	area share
inverter	6	22.52	0.04110
tap	46	57.56	0.1050
sequential	6	150.1	0.2740
timing repair buffer	9	90.09	0.1644
multi-input combinational	27	205.2	0.3744
clock buffer	3	22.52	0.04110
-- synthesized netlist by cell type --
master,number
sky130_fd_sc_hd__a211oi_2,1
sky130_fd_sc_hd__nor3b_1,1
sky130_fd_sc_hd__a21oi_1,3
sky130_fd_sc_hd__dfrtp_1,6
sky130_fd_sc_hd__inv_1,6
sky130_fd_sc_hd__ha_1,4
sky130_fd_sc_hd__nor4_1,1
sky130_fd_sc_hd__o21ai_0,4
sky130_fd_sc_hd__o22ai_1,2
sky130_fd_sc_hd__o211a_1,4
sky130_fd_sc_hd__mux2_2,2
sky130_fd_sc_hd__nor2_1,5
Power is estimated from default activity; no workload was simulated.
