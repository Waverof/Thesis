`flow/constraint.sdc`:
```
current_design arbiter

set clk_period 3.4
set clk_io_pct 0.2

create_clock -name clk0 -period $clk_period [get_ports {clk}]

set non_clock_inputs [all_inputs -no_clocks]
set_input_delay [expr $clk_period * $clk_io_pct] -clock clk0 $non_clock_inputs
set_output_delay [expr $clk_period * $clk_io_pct] -clock clk0 [all_outputs]
```
`flow/run.sh`:
```
#!/bin/bash
# OpenROAD 26Q1-2900-gdf79404cd8, Yosys 0.63+post, stock flow scripts
make -C /OpenROAD-flow-scripts/flow DESIGN_CONFIG=/design/flow/config.mk WORK_HOME=/design/flow/orfs finish
```
`flow/design.v`:
```
module arbiter #(parameter WIDTH = 4) (clk, reset, req, grant);
input clk, reset;
input [WIDTH-1:0] req;
output [WIDTH-1:0] grant; 
reg [WIDTH-1:0] base;
always @(posedge clk)
begin
    if(reset) base <= 1;
    else base <= (grant[WIDTH-1]) ? 1 : (grant == 0) ? base : ( grant << 1 );
end
wire [WIDTH-1:0] priority_in;
wire [(WIDTH << 1)-1:0] priority_out;  
wire [WIDTH-1:0] granting = req & priority_in;
wire [WIDTH-2:0] approval;  
genvar index;
generate
    for(index = 0; index < WIDTH; index = index + 1)
    begin
        if(index == WIDTH-1) assign grant[index] = (reset) ? 0 : granting[index];
        else assign grant[index] = (reset) ? 0 : ( granting[index] | approval[index] );
        if(index < (WIDTH-1)) assign approval[index] = priority_out[index+WIDTH-1] & req[index];
        if(index > 0) assign priority_in[index] = base[index] | priority_out[index-1];
        else assign priority_in[index] = base[index];
    end
endgenerate
genvar priority_index;
generate
    for(priority_index = 0; priority_index < (WIDTH << 1); priority_index = priority_index + 1)
    begin : out_priority    
        if(priority_index < (WIDTH))
            assign priority_out[priority_index] = (~req[priority_index]) & priority_in[priority_index];
        else assign priority_out[priority_index] = (~req[priority_index-WIDTH]) & priority_out[priority_index-1];
    end
endgenerate
endmodule
```
`flow/config.mk`:
```
export PLATFORM = sky130hd
export DESIGN_NAME = arbiter
export DESIGN_NICKNAME = arbiter
export VERILOG_FILES = /design/flow/design.v
export SDC_FILE = /design/flow/constraint.sdc
export NUM_CORES = 4
export LEC_CHECK = 1
export CORE_AREA = 10 10 70 70
export DIE_AREA = 0 0 80 80
```
==> job_summary.md <==
### Yosys + OpenROAD results

| Metric | Value |
|---|---|
| Effective utilization at floorplan | 0.0795 |
| H-Tree Level Count | 1 |
| Clk latency late pin | about 230 ps |
| Number of global-route vias before repair | 288 |
| Post-synth tally of flip-flops with integrated enable | 0 |
| Register share after synthesis | 0.295 |
| Number of flip-flops under the largest register name | 4 |
| GR met1 Demand/Resource | 0.0272 |
| Largest fanout on the critical path | 4 |
| Antenna violations before repair | 0 |
| Met2 usage in global routing | 0.0345 |
| Slowest cell on crit path | sky130_fd_sc_hd__clkdlybuf4s50_1 |
| Power Dens Cells | 328 nW/um^2 |
| Post-route clock skew | around 5.5 ps |
| GR peak layer | met2 |
| Combined buffer and inverter count along the critical path | 3 |
| HPWL after detailed placement | 621 um |
| Clk root buf | sky130_fd_sc_hd__clkbuf_4 |
| Cell types with the highest counts after synthesis | sky130_fd_sc_hd__inv_1, sky130_fd_sc_hd__a21oi_1, sky130_fd_sc_hd__dfxtp_1 |
| Post-cts repair resize count | 0 |
| Cells taking the most area after synthesis | sky130_fd_sc_hd__dfxtp_1, sky130_fd_sc_hd__o21bai_1, sky130_fd_sc_hd__o41a_1 |
| Global Route met3 Usage | 0.0170 |
| CTS tree | yes |
| Gate Count Post-Synth | 34 |
| Most Frequent Cell on Critical Path | sky130_fd_sc_hd__clkdlybuf4s50_1 |
| Largest net degree at the start of global routing | 7 |
| Post-synthesis cell area | roughly 270 sq um |
| Combinational fraction of design power | 0.236 |
| Maximum clock frequency | 321 MHz |
| Rows | 21 |
| Minimum setup slack in the final design | 281 ps |
| Setup total negative slack | 0 ps |
| Kind of end point of the critical path | output pin |
| Worst max-slew margin expressed relative to the limit | 0.831 |
| Data required time of the worst path | 2720 ps |
| Filler cell count in the final layout | 402 |
| Relative contribution of the clock network to total power | 0.390 |
| Count of instantiated cells in the yosys netlist | 34 |
| Number of vias after detailed routing | 279 |
| Residual DRC | 0 |
| Area occupied by multi-input gates | 173 sq um |
| Most flops, register | base |
| Number of warnings issued by yosys | 1 |
| Chip area | 6400 sq um |
| Wire length of the first global-routing pass | roughly 1.3 mm |
| Count of boundary I/O pins | 10 |
| Top flip-flop cell by instance count after synthesis | sky130_fd_sc_hd__dfxtp_1 |
| Diode insertion count for antenna repair | 0 |
| #FFs+latches synth | 4 |
| Post-Route WL | 765 um |
| Iteration tally of the first detailed-router pass | 3 |
| Total core area | 3420 sq um |
| Cell-internal power | 0.110 mW |
| Maximum ir drop on the vdd rail | around 0.15 mV |
| Total global-route track usage | 0.0238 |
| Area growth from synthesis to layout | 62.7% |
| Non-filler instance count after layout | between 90 and 100 |
| Path type of the worst min-delay path | reg -> reg |
| Critical Path Max Stage Delay | ~460 ps |
| Share of flip-flops with an asynchronous set or reset after synthesis | 0 |
| Cell-by-cell trace of the critical path | clkdlybuf4s50_1 > nor2b_1 > a211oi_2 > o41a_1 > inv_1 > clkdlybuf4s50_1 |
| Fin. Hold Viols | 0 |
| Dominant cell type by area after synthesis | sky130_fd_sc_hd__dfxtp_1 |
| Post-detailed-route via-to-cell ratio | 3.03 |
| GRT overflow | 0 |
| Vert. Die Dim | 80 um |
| Sink count of the clock tree | 4 |
| Port Buf Inserts | 9 |
| Number of placed instances with taps included | 89 |
| Measured slew at the worst slew-check pin | 253 ps |
| Tmin final | roughly 3100 ps |
| Final number of setup-violating endpoints | 0 |
| Count leader, synth | sky130_fd_sc_hd__inv_1 |
| Yosys Chip Area | roughly 270 sq um |
| Pwr Total | 0.145 mW |
| Total leakage power | 0.171 nW |
| Setup slack after placement | 276 ps |
| Post-CTS Setup Inserts | 0 |
| CP Data Arrival Time | 2440 ps |
| Mean cell area of the mapped netlist | around 8 sq um |
| Slew Limit Fails | 0 |
| ANT nets after route | 0 |
| Status | completed |
| Share of cells above drive strength 1 | 0.0870 |
| Top cell area share | 0.295 |
| Net Sw Frac | 0.242 |
| Registers with the most flip-flops | base: 4 flops |
| Hold buffer count at CTS | 0 |
| Sequential cell area | 80.1 sq um |
| Number of DRC violations after detailed-routing iteration 0 | 3 |
| Sort of element at the start of the critical path | input port |
| Tool warnings | 25 |
| Unique masters post-synth | 14 |
| Maximum capacitance violations | 0 |
| Net switching power of the design | 0.0351 mW |
| Start-to-end type of the worst setup path | in -> out |
| Die span in x | approximately 80 um |
| Setup repair after global routing missed its margin | no |
| Final weighted congestion in routability-driven placement | ~0.73 |
| Cell type group with the largest total delay on the critical path | buffers and inverters |
| Inserted Clock Buffers | 3 |
| Routed WL per cell | approximately 8.3 um |
| Clock slew seen by the registers of the worst setup and hold paths | 40 ps |
| Buffer levels on the longest clock path | 2 |
| Flop pwr share | 0.373 |
| Final Cycle Share | 0.917 |
==> power groups by stage <==
stage         Combinational [mW]  Sequential, mW  Clock, mW
CTS                       0.0345          0.0538     0.0596
global route              0.0384          0.0542     0.0662
finish                    0.0342          0.0540     0.0565
==> layer usage <==
layer | routed length (um) | vias to the layer above
met2 | 349 | 8
met3 | 87 | 2
li1 | - | 149
met4 | 10 | 0
met5 | 0 | -
met1 | 317 | 120
==> logic make-up (layout without fill, tap and decap cells) <==
| kind of cell | Yosys count | in the layout | synth area share |
|---|---|---|---|
| AND/OR/NAND/NOR | 12 | 12 | 0.258 |
| flip-flops | 4 | 4 | 0.295 |
| AND-OR/OR-AND | 13 | 13 | 0.378 |
| buffers and inverters | 5 | 17 | 0.0691 |
==> path summary, 6_finish.rpt <==
path                                           start                   end  slack [ps]  depth (start not counted)
worst max-delay path                          req[0]              grant[0]         280                          6
worst min-delay path            base[1]$_SDFFE_PP0P_  base[1]$_SDFFE_PP0P_         490                          2
worst min register to register  base[1]$_SDFFE_PP0P_  base[1]$_SDFFE_PP0P_         490                          2
worst max register to register  base[0]$_SDFFE_PP1P_  base[0]$_SDFFE_PP1P_        1970                          5
==> per-stage QoR <==
stage / cell area, sq um / hold WS, ps / util
after floorplan: 272 / 456 / -
after global placement: 419 / 479 / 0.123
after detailed placement: 419 / 481 / 0.123
after CTS: 442 / 487 / 0.129
after global routing: 442 / 525 / 0.129
final: 442 / 493 / 0.129
==> worst reg2reg max path, cell delays in order, from the launching register on <==
cell and delay [ps]:
sky130_fd_sc_hd__dfxtp_1 320, sky130_fd_sc_hd__nor2b_1 150, sky130_fd_sc_hd__a211oi_2 290, sky130_fd_sc_hd__o21bai_1 120, sky130_fd_sc_hd__a21o_1 230, sky130_fd_sc_hd__a41o_1 210
==> placed cells by master, fill, tap and decap left out <==
cell type                         n
sky130_fd_sc_hd__clkdlybuf4s50_1  9
sky130_fd_sc_hd__inv_1            5
sky130_fd_sc_hd__a21oi_1          4
sky130_fd_sc_hd__dfxtp_1          4
sky130_fd_sc_hd__nor2b_1          3
sky130_fd_sc_hd__nand2b_1         3
sky130_fd_sc_hd__o21bai_1         3
sky130_fd_sc_hd__nand3_1          3
sky130_fd_sc_hd__clkbuf_4         3
sky130_fd_sc_hd__a21o_1           2
sky130_fd_sc_hd__o41a_1           2
sky130_fd_sc_hd__a211oi_2         1
sky130_fd_sc_hd__or4b_1           1
sky130_fd_sc_hd__nand2_1          1
sky130_fd_sc_hd__nor2_1           1
sky130_fd_sc_hd__a41o_1           1
==> layout make-up <==
| type | count | share of cell area |
|---|---|---|
| Clock buffer | 3 | 0.0510 |
| Inverter | 5 | 0.0425 |
| Sequential cell | 4 | 0.181 |
| Tap cell | 46 | 0.130 |
| Timing Repair Buffer | 9 | 0.204 |
| Multi-Input combinational cell | 25 | 0.391 |
Power is estimated from default activity; no workload was simulated.
